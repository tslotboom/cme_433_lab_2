`/design/flow/config.mk`:
```
export PLATFORM = sky130hd
export DESIGN_NAME = cla_32_bit_adder
export DESIGN_NICKNAME = cla_32_bit_adder
export VERILOG_FILES = /design/flow/design.v
export SDC_FILE = /design/flow/constraint.sdc
export NUM_CORES = 4
export LEC_CHECK = 1
export CORE_UTILIZATION = 50
```
`/design/flow/constraint.sdc`:
```
current_design cla_32_bit_adder

set clk_period 6.3
set clk_io_pct 0.2

create_clock -name clk0 -period $clk_period [get_ports {clk}]

set non_clock_inputs [all_inputs -no_clocks]
set_input_delay [expr $clk_period * $clk_io_pct] -clock clk0 $non_clock_inputs
set_output_delay [expr $clk_period * $clk_io_pct] -clock clk0 [all_outputs]
```
`/design/flow/design.v`:
```
module cla_1_bit(
			A,
			B,
            Cin,
			S,
            P,
            G);
    input A, B, Cin;
    output S, P, G;
    assign P = A ^ B;
    assign G = A & B;
    assign S = A ^ B ^ Cin;
endmodule
module cla_32_bit_adder(
            A,
            B,
            Cin,
            S_reg,
            Cout_reg,
            clk);
    input clk;
    input [31:0] A, B;
    input Cin;
    wire [7:0] C;
    wire [7:0] P, G;
    wire [31:0] S;
    reg Cout;
    reg [31:0] A_reg, B_reg;
	reg Cin_reg;
	output reg [31:0] S_reg;
	output reg Cout_reg;
    always @ (posedge clk) begin
        A_reg <= A;
        B_reg <= B;
        Cin_reg <= Cin;
        S_reg <= S;
        Cout_reg <= C[7];
    end
    cla_32_bit_module cla (Cin_reg, P, G, C);
    cla_4_bit_adder c0 (A_reg[3:0],
                B_reg[3:0],
                Cin_reg,
                S[3:0],
                P[0],
                G[0]);
    cla_4_bit_adder c1 (A_reg[7:4],
                B_reg[7:4],
                C[0],
                S[7:4],
                P[1],
                G[1]);
    cla_4_bit_adder c2 (A_reg[11:8],
                B_reg[11:8],
                C[1],
                S[11:8],
                P[2],
                G[2]);
    cla_4_bit_adder c3 (A_reg[15:12],
                B_reg[15:12],
                C[2],
                S[15:12],
                P[3],
                G[3]);
    cla_4_bit_adder c4 (A_reg[19:16],
                B_reg[19:16],
                C[3],
                S[19:16],
                P[4],
                G[4]);
    cla_4_bit_adder c5 (A_reg[23:20],
                B_reg[23:20],
                C[4],
                S[23:20],
                P[5],
                G[5]);
    cla_4_bit_adder c6 (A_reg[27:24],
                B_reg[27:24],
                C[5],
                S[27:24],
                P[6],
                G[6]);
    cla_4_bit_adder c7 (A_reg[31:28],
                B_reg[31:28],
                C[6],
                S[31:28],
                P[7],
                G[7]);
endmodule
module cla_32_bit_module(
    Cin,
    P,
    G,
    C);
    input Cin;
    input [7:0] P, G;
    output reg [7:0] C;
    always @ * begin
        C[0] <= (G[0] | P[0] & Cin);
        C[1] <= (G[1] | P[1] & C[0]);
        C[2] <= (G[2] | P[2] & C[1]);
        C[3] <= (G[3] | P[3] & C[2]);
        C[4] <= (G[4] | P[4] & C[3]);
        C[5] <= (G[5] | P[5] & C[4]);
        C[6] <= (G[6] | P[6] & C[5]);
        C[7] <= (G[7] | P[7] & C[6]);
    end
endmodule
module cla_4_bit_adder(
    A,
    B,
    Cin,
    S,
    Pout,
    Gout,
    Cout);
    input [3:0] A, B;
    input Cin;
    wire [3:0] C;
    output [3:0] S;
    wire [3:0] P, G;
    output reg Pout, Gout;
    output reg Cout;
    cla_4_bit_module cla(Cin, P, G, C);
    always @ (*)
    Cout = C[3];
    cla_1_bit c0 (A[0], B[0], Cin, S[0], P[0], G[0]);
    generate
        genvar i;
        for (i = 1; i < 4; i = i + 1) begin : nate
            cla_1_bit c (A[i], B[i], C[i - 1], S[i], P[i], G[i]);
            end
    endgenerate
    always @ *
        Pout = P[0] & P[1] & P[2] & P[3];
    always @ *
        Gout = G[3] | (G[2] & P[3]) | (G[1] & P[3] & P[2]) | (G[0] & P[3] & P[2] & P[1]);
endmodule
module cla_4_bit_module(
    Cin,
    P,
    G,
    C);
    input Cin;
    input [3:0] P, G;
    output reg [3:0] C;
    always @ * begin
        C[0] <= (G[0] | P[0] & Cin);
        C[1] <= (G[1] | P[1] & C[0]);
        C[2] <= (G[2] | P[2] & C[1]);
        C[3] <= (G[3] | P[3] & C[2]);
    end
endmodule
```
`/design/flow/run.sh`:
```
#!/bin/bash
# OpenROAD 26Q1-2900-gdf79404cd8, Yosys 0.63+post, stock flow scripts
make -C /OpenROAD-flow-scripts/flow DESIGN_CONFIG=/design/flow/config.mk WORK_HOME=/design/flow/orfs finish
```
==> PnR_summary.wiki <==
== Metrics ==
{| class="wikitable"
! Metric !! Value
|-
| Outcome || complete, no violations
|-
| Final critical-path required period || 3.673 ns
|-
| FFs w/ async S/R, synth || 0
|-
| Number of rows in the core area || 29
|-
| Number of library cell types mapped by synthesis || 29
|-
| Post-cts gate resize count || 0
|-
| Ratio of total power to cell area || 289.7 nW/um^2
|-
| Routed via count || 1,942
|-
| Placer Congestion || 0.7668
|-
| Remaining global-route overflow || 0
|-
| Die Width || roughly 83 um
|-
| Clock latency on the worst-skew pair || 0.35 ns
|-
| Average cell area after synthesis || 14.62 um^2
|-
| XORs/XNORs by Area || 0.02121
|-
| Die area || 6936 um^2
|-
| Starting DRT DRC Count || 25
|-
| Highest-delay cell along the critical path || fa_1
|-
| Unrepaired setup endpoints after global routing || false
|-
| Estimated wirelength of the detail-placed design || between 3000 and 4000 um
|-
| Overall routed net length || 4984 um
|-
| Count of buffers added by post-CTS timing repair for setup || 0
|-
| Area fraction of the dominant cell type after synthesis || 0.5939
|-
| Critical Path Fanout Max || 4
|-
| Yosys cell count || roughly 230
|-
| Detailed-route DRC error count || 0
|-
| Number of warnings in the stage logs || 26
|-
| Area fraction in full adders, half adders and majority gates || 0.2667
|-
| Setup_tns || 0 ns
|-
| Hold WC Path Type || flip-flop to flip-flop
|-
| Worst path max stage delay || 0.46 ns
|-
| Largest net degree at the start of global routing || 18
|-
| Antenna violations before repair || 0
|-
| CTS tree || done
|-
| Worst IR Drop VDD || between 0.2 and 0.25 mV
|-
| Leading post-synthesis cells by instance count || dfxtp_1, ha_1, fa_1, a21oi_1, xor2_1
|-
| And-or/or-and share of the synthesized area || 0.05833
|-
| Seq. cell area || 1962 um^2
|-
| Register bit count reported by yosys || a little under 100
|-
| Cell type with the largest total area || dfxtp_1
|-
| Most used flip-flop cell after synthesis || dfxtp_1
|-
| Endpoint class of the critical path || flip-flop
|-
| Leading cell type by number of instances after synthesis || dfxtp_1
|-
| Data arrival time of the critical path || 3.91 ns
|-
| Number of search-and-repair iterations in the first detailed-routing pass || 4
|-
| Lkg Pwr || roughly 1.9 nW
|-
| Pre-CTS worst setup slack || 2.605 ns
|-
| I/O pin count || roughly 99
|-
| Via count of the first global-routing pass || 1,988
|-
| Slew at the pin with the worst max-slew slack || 0.3932 ns
|-
| Count of maximum capacitance violations || 0
|-
| Floorplan Utilization || 0.5202
|-
| CP startpoint kind || flip-flop
|-
| Part of the Yosys area used for sequential elements || 0.5939
|-
| Cell area after technology mapping || approximately 3300 um^2
|-
| Detailed-route wire length per cell || approximately 12 um
|-
| Longest Clk Path Bufs || 2
|-
| Clock-pin slew on the worst setup and hold paths || 0.09 ns
|-
| Wire length of the first global-routing pass || 8776 um
|-
| Area used by multi-input combinational logic || 1315 um^2
|-
| Total Routing Usage GR || 0.1685
|-
| Simple-Gate Area Share || 0.05189
|-
| Count of hold buffers inserted by post-cts repair || 0
|-
| Fraction of final layout cells sized beyond drive strength 1 || 0.06471
|-
| Number of filler cells placed in the layout || 422
|-
| Final Cycle Share || 0.5830
|-
| Maximum clock frequency || 272.3 MHz
|-
| Number of instances in the synthesized netlist || 226
|-
| Fraction of synthesized area in multiplexers || 0
|-
| Number of levels the H-tree was split into || 3
|-
| Number of flops mapped to enable cells by yosys || 0
|-
| Required arrival time at the worst endpoint || 6.54 ns
|-
| Worst Skew || 0.008740 ns
|-
| Yosys stat chip area || 3303 um^2
|-
| Setup-failing EPs final || 0
|-
| Synthesis-to-finish area growth || 38.98%
|-
| Core footprint || 6350 um^2
|-
| Final Hold Viols || 0
|-
| Start-to-end type of the worst setup path || flip-flop to flip-flop
|-
| Clk sink count || roughly 98
|-
| List of cells traversed by the critical path || ha_1, a21o_1, a221oi_1, nor2_1, nor3b_2, a21o_1, nand2_1, a21o_1, fa_1, fa_1, fa_1, xor2_1
|-
| Worst slew slack as a fraction of its limit || 0.7367
|-
| Leading cell types by total area after synthesis || dfxtp_1, fa_1, ha_1
|-
| Number of synthesis warnings || 4
|-
| Minimum setup slack in the final design || 2.627 ns
|-
| Root cell of the clock tree || clkbuf_8
|-
| Routed Antenna Nets || 0
|-
| Diode count || 0
|-
| Top comb family, area || adder cells
|-
| Overall power consumption || roughly 0.0013 W
|-
| IO buf count || between 90 and 100
|-
| Die Height || 83.28 um
|-
| Count of pins over their slew limit || 0
|-
| Number of buffers created by CTS || 9
|-
| Via-to-Cell Ratio || 4.657
|}
-- layout by cell type (no fill, tap or decap), types with 2 or more instances in the layout --
| master | synthesis | final |
|---|---|---|
| a21o_1 | 6 | 6 |
| a21oi_1 | 11 | 11 |
| clkbuf_8 | 0 | 10 |
| clkdlybuf4s50_1 | 0 | 98 |
| clkinv_4 | 0 | 2 |
| dfxtp_1 | 98 | 98 |
| fa_1 | 24 | 24 |
| ha_1 | 32 | 32 |
| inv_1 | 7 | 7 |
| inv_6 | 0 | 2 |
| nand2_1 | 5 | 5 |
| nand3_1 | 3 | 3 |
| nand4_1 | 5 | 5 |
| nor2_1 | 7 | 7 |
| o21a_1 | 2 | 2 |
| o21ai_0 | 2 | 2 |
| xor2_1 | 8 | 8 |
-- final timing paths --
path,slack [ns],cells after the start,endpoint,start
setup reg to reg,2.63,12,S_reg[27],A_reg[6]
hold / removal,0.54,1,S_reg[5],B_reg[5]
hold reg to reg,0.54,1,S_reg[5],B_reg[5]
setup / recovery,2.63,12,S_reg[27],A_reg[6]
-- power breakdown --
| group | switching [W] | internal (W) | leakage, nW | total, W |
|---|---|---|---|---|
| sequential | 0.0000258 | 0.000688 | 0.827 | 0.000713 |
| clock | 0.000204 | 0.000198 | 0.103 | 0.000403 |
| combinational | 0.0000624 | 0.000152 | 1.02 | 0.000214 |
-- final cells by class --
type | count | area share
clock buffer | 10 | 0.02998
clock inverter | 6 | 0.01581
inverter | 7 | 0.005724
multi-input combinational | 121 | 0.2865
sequential | 98 | 0.4274
tap | 77 | 0.02099
timing repair buffer | 98 | 0.2137
-- critical path, delay by kind of cell (launching register included) --
kind / cells / cell delay, ns
DFF: 1 / 0.34
adders and majority gates: 4 / 1.66
AOI/OAI and AO/OA: 4 / 0.90
xor gates and xnor gates: 1 / 0.15
and+or+nand+nor: 3 / 0.53
-- cell families after synthesis --
kind of cell | count (synthesis)
simple gates | 28
fa+ha+maj | 56
compound gates | 29
flops | 98
xor+xnor | 8
buf+inv | 7
-- through the flow --
step | area [um^2] | utilization | hold slack, ns | cells
after floorplan | 3303 | - | 0.4987 | 226
after global placement | 4380 | 0.6899 | 0.5050 | 401
after detailed placement | 4380 | 0.6899 | 0.5137 | 401
after CTS | 4591 | 0.7230 | 0.5384 | 417
after global routing | 4591 | 0.7230 | 0.5562 | 417
final | 4591 | 0.7230 | 0.5359 | 417
-- layer usage --
metal | vias up | track usage | wire length [um]
met2 | 65 | 0.2571 | 2325
met3 | 5 | 0.05752 | 340
met5 | - | 0 | 0
met1 | 882 | 0.2620 | 2251
met4 | 0 | 0.01567 | 67
li1 | 990 | - | -
Power and IR drop assume default switching activity.
