===== flow/run.sh =====
#!/bin/bash
# OpenROAD 26Q1-2900-gdf79404cd8, Yosys 0.63+post, stock flow scripts
make -C /OpenROAD-flow-scripts/flow DESIGN_CONFIG=/design/flow/config.mk WORK_HOME=/design/flow/orfs finish

===== flow/config.mk =====
export PLATFORM = sky130hd
export DESIGN_NAME = ripple_carry_adder_32_bit
export DESIGN_NICKNAME = ripple_carry_adder_32_bit
export VERILOG_FILES = /design/flow/design.v
export SDC_FILE = /design/flow/constraint.sdc
export NUM_CORES = 4
export LEC_CHECK = 1
export CORE_UTILIZATION = 50

===== flow/constraint.sdc =====
current_design ripple_carry_adder_32_bit

set clk_period 19.4
set clk_io_pct 0.2

create_clock -name clk0 -period $clk_period [get_ports {clk}]

set non_clock_inputs [all_inputs -no_clocks]
set_input_delay [expr $clk_period * $clk_io_pct] -clock clk0 $non_clock_inputs
set_output_delay [expr $clk_period * $clk_io_pct] -clock clk0 [all_outputs]

===== flow/design.v =====
module ripple_carry_adder_1_bit(
			A, 
			B, 
			Cin, 
			S, 
			Cout);
    input A, B, Cin;
    wire A_B_XOR, A_B_AND, A_B_XOR_Cin_AND;
    output S, Cout;
    assign A_B_XOR = A ^ B;
    assign A_B_AND = A & B;
    assign A_B_XOR_Cin_AND = A_B_XOR & Cin;
    assign S = A_B_XOR ^ Cin;
    assign Cout = A_B_AND | A_B_XOR_Cin_AND;
endmodule
module ripple_carry_adder_32_bit(
			A,
			B,
			Cin,
			S_reg,
			Cout_reg,
			clk);
	input clk;
    input [31:0] A, B;
    input Cin;
    wire [32:0] C;
    wire [31:0] S;
    wire Cout;
	reg [31:0] A_reg, B_reg;
	reg Cin_reg;
	output reg [31:0] S_reg;
	output reg Cout_reg;
    always @ (posedge clk) begin
        A_reg <= A;
        B_reg <= B;
        Cin_reg <= Cin;
        S_reg <= S;
        Cout_reg <= Cout;
    end
    assign C[0] = Cin_reg;
    generate
        genvar i;
        for (i = 0; i < 32; i = i + 1) begin : nate
            ripple_carry_adder_1_bit r0 (A_reg[i], B_reg[i], C[i], S[i], C[i+1]);
			end
    endgenerate
    assign Cout = C[32];
endmodule

==> flow_summary.json <==
{
  "ys_warn_count": 1,
  "combPwrFrac_pct": 12.0,
  "grt_pass1_vias": 1349,
  "switching_share_pct": 18.9,
  "path_buffers": 4,
  "syn2layout_area_growth_pct": 49.1,
  "wirelength_mm": 3.82,
  "antennaDiodeCount": 0,
  "cts.path.max_buffers": 2,
  "p_sw_mw": 0.0795,
  "max_freq_mhz": 69.2,
  "slew_violations": 0,
  "critPathMaxStageDelay_ns": 0.47,
  "worst_path_dominant_cell_family": "adder cells",
  "grt_overflow": 0,
  "groute.usage.overall_pct": 15.9,
  "fp-utilization_pct": 51.7,
  "startpoint_type": "flip-flop",
  "required_ns": 19.70,
  "antenna_found_initial": 0,
  "core_sq_um": 5110,
  "dr_total_vias": 1332,
  "postCtsHoldBufs": 0,
  "clock-sinks": 98,
  "clock_latency_ns": 0.34,
  "rsz0062_at_grt": "no",
  "power.total_mw": 0.422,
  "slew_headroom_pct": 93.1,
  "grt_pass1_wl_mm": 5.98,
  "ios": 99,
  "chipArea_sq_um": 5570,
  "synth_top_cell_by_area": "dfxtp_1",
  "yosysSeqAreaShare_pct": 74.3,
  "dp_hpwl_mm": 2.89,
  "p_int_mw": 0.342,
  "ys_top_cells_by_area": "dfxtp_1 74%, fa_1 24%, inv_1 1.4%",
  "clock_power_share_pct": 33.5,
  "routedWlPerCell_um": 11.8,
  "numPortBuffers": 98,
  "fin_skew_ns": 0.00895,
  "crit_top_cell": "fa_1",
  "layout-drive-gt1-share_pct": 5.91,
  "h-tree-depth": 3,
  "r2r_setup_slack_ns": 4.95,
  "final.setup.tns_ns": 0,
  "setup_viol": 0,
  "first_pass_iters": 3,
  "cp_data_arrival_time_ns": 14.75,
  "path_clk_slew_ns": 0.08,
  "power.density_nw_per_um2": 107,
  "log.warning_count": 26,
  "power_frac_seq_pct": 54.5,
  "critPathMaxFanout": 1,
  "cp-end-kind": "flip-flop",
  "fp.dieW_um": 74.7,
  "leakage_nw": 1.61,
  "cts_tree": "built",
  "post_cts_buffers": 0,
  "cts_resized": 0,
  "postRouteAntennaNets": 0,
  "ir_drop_uv": 90.9,
  "synth_area_sq_um": 2640,
  "ctsRootBufferMaster": "clkbuf_8",
  "post_synth.cell_area_avg_sq_um": 18.9,
  "synth_top_area_share_pct": 74.3,
  "post-route-drc-count": 0,
  "avgViaCountPerCell": 4.11,
  "final.period_utilization_pct": 74.5,
  "worst_pin_slew_ns": 0.103,
  "cts_buffers": 9,
  "synth.distinct_cells": 3,
  "synth_flops": 98,
  "place.gp.congestion": 0.715,
  "hold_viol_final": 0,
  "grt_max_degree": 16,
  "rows": 26,
  "yosys_area_sq_um": 2640,
  "yosysCellCount": 140,
  "fp.dieH_um": 74.7,
  "cap_violations": 0,
  "post-route-min-period_ns": 14.45,
  "synth_cells": 140,
  "hold_path_class": "flip-flop to flip-flop",
  "status": "completed",
  "critPathSlowestCell": "fa_1",
  "worstSetupPathType": "flip-flop to flip-flop",
  "drtIter0Drc": 23
}
Yosys cell counts:
library cell	count
dfxtp_1	98
fa_1	32
inv_1	10
power groups by stage:
stage,Sequential [mW],Clock (mW),Combinational (mW)
finish,0.230,0.141,0.0507
global route,0.232,0.154,0.0584
CTS,0.230,0.146,0.0523
kinds of logic after synthesis:
family | count (synthesis) | share of synthesized area, %
adders and majority gates | 32 | 24.3
buffers and inverters | 10 | 1.42
DFF | 98 | 74.3
final timing paths:
kind | to | from | depth (start not counted)
setup / recovery | S_reg[31] | B_reg[0] | 36
hold / removal | S_reg[26] | A_reg[26] | 1
setup reg to reg | S_reg[31] | B_reg[0] | 36
hold reg to reg | S_reg[26] | A_reg[26] | 1
metal layers:
| metal | up-vias | GRT usage [%] | routed length [um] |
|---|---|---|---|
| li1 | 631 | - | - |
| met2 | 68 | 23.3 | 1780 |
| met3 | 7 | 8.01 | 456 |
| met4 | 0 | 2.94 | 87 |
| met1 | 626 | 23.4 | 1490 |
| met5 | - | 0 | 0 |
worst reg2reg max path, delay by kind of cell, from the launching register on:
family                     cells  cell delay (ns)
adders and majority gates     32            13.87
buffers and inverters          4             0.26
DFF                            1             0.31
cell type report:
cell class / count / area [sq um]
inverters: 10 / 37.5
flip-flops and latches: 98 / 1960
repair buffers: 98 / 981
clock buffers: 12 / 155
multi-input cells: 32 / 641
fillers: 302 / 1170
well taps: 70 / 87.6
clock inverters: 4 / 73.8
cell usage in the layout, fill, tap and decap left out, drive strengths merged:
cell type      count
fa                32
bufinv             2
clkdlybuf4s50     98
dfxtp             98
inv               10
clkinv             2
clkbuf            12
through the flow:
stage | util, % | instance area (sq um) | hold WS (ns) | std cells | setup WS, ns
5_1_grt | 77.1 | 3940 | 0.521 | 324 | 4.36
3_3_place_gp | 72.6 | 3710 | 0.474 | 308 | 4.90
6_report | 77.1 | 3940 | 0.498 | 324 | 4.95
4_1_cts | 77.1 | 3940 | 0.499 | 324 | 4.80
3_5_place_dp | 72.6 | 3710 | 0.481 | 308 | 4.82
2_1_floorplan | - | 2640 | 0.472 | 140 | 5.32
Power figures rest on the tool's default switching activity, not on a simulated workload.
